[design.v]
module cl_builder
#(
    parameter DATA_WIDTH = 32,
    parameter DATA_PER_CL = 16,
    parameter CL_WIDTH = 512,
    parameter EVICTION_POLICY = "ALL_ZEROS"  
)
(
    input logic clk,
    input logic reset,
    input logic evict,
    input logic data_wr,
    input logic [DATA_WIDTH - 1 : 0 ] data_in,
    output logic out_cl_valid,
    output logic [CL_WIDTH - 1 : 0 ] out_cl
);
    logic                       build_data_valid    [DATA_PER_CL];
    logic [DATA_WIDTH - 1 : 0 ] build_cl            [DATA_PER_CL];
    logic [DATA_PER_CL - 1 : 0][DATA_WIDTH - 1 : 0 ] out_cl_elements;
    logic build_cl_full;
    assign build_cl_full = build_data_valid[DATA_PER_CL-1];
    assign out_cl = out_cl_elements;
    always_ff @(posedge clk) begin
        out_cl_valid <= build_cl_full || evict;
        if (data_wr) begin
            build_cl[0]         <= data_in;
            build_data_valid[0] <= 1;
        end
        else if (build_cl_full || evict || reset) begin
            build_data_valid[0] <= 0;
        end
        for (int i = 1; i < DATA_PER_CL; i++) begin
            if (build_cl_full || evict || reset) begin
                build_data_valid[i] <= 0;
            end
            else if (data_wr) begin
                build_data_valid[i] <= build_data_valid[i-1];
            end
            if (data_wr) begin
                build_cl[i] <= build_cl[i-1];
            end
        end
        for (int i = 0; i < DATA_PER_CL; i++) begin
            if (build_data_valid[i]) begin
                out_cl_elements[i] <= build_cl[i];
            end
            else begin
                if (EVICTION_POLICY == "ALL_ZEROS") begin
                    out_cl_elements[i] <= '0;
                end
                else if (EVICTION_POLICY == "ALL_ONES") begin
                    out_cl_elements[i] <= '1;
                end
            end
        end
    end
endmodule
[run.sh]
#!/bin/bash
# OpenROAD 26Q1-2900-gdf79404cd8, Yosys 0.63+post, stock flow scripts
make -C /OpenROAD-flow-scripts/flow DESIGN_CONFIG=/design/flow/config.mk WORK_HOME=/design/flow/orfs finish
[config.mk]
export PLATFORM = sky130hd
export DESIGN_NAME = cl_builder
export DESIGN_NICKNAME = cl_builder
export VERILOG_FILES = /design/flow/design.v
export SDC_FILE = /design/flow/constraint.sdc
export NUM_CORES = 4
export LEC_CHECK = 1
export CORE_UTILIZATION = 40
[constraint.sdc]
current_design cl_builder

set clk_period 1.6
set clk_io_pct 0.2

create_clock -name clk0 -period $clk_period [get_ports {clk}]

set non_clock_inputs [all_inputs -no_clocks]
set_input_delay [expr $clk_period * $clk_io_pct] -clock clk0 $non_clock_inputs
set_output_delay [expr $clk_period * $clk_io_pct] -clock clk0 [all_outputs]
==> results.cfg <==
; synthesis and place-and-route metrics
[status]
outcome = finished, final reports clean

[clock_tree]
cts-root-buf = clkbuf_16
cts_buffers = 100
clkTransAtPathRegs_ns = 0.06
cts_tree = built
insertion_delay_ns = 0.65
clock-sinks = 1041
clock_tree.buffer_depth = 3
cts_max_level = 3

[logic_synthesis]
synth_area_um2 = 29600
avgSynthCellArea_um2 = 18.1
ys_chip_area_um2 = 29600
ys_seq_share = 0.877
yosysUniqueCellTypes = 14
synth_cells = 1638
yosysWarnings = 3
yosys_cells = 1638
ys_ff = 1041

[floorplan]
coreArea_um2 = 73100
die_area_um2 = 75100
die_y_um = 274
die_width_um = 274
ioPinCount = 549
initial_core_util = 0.405
rows = 99

[routing]
antenna_cells = 0
viasPerCell = 4.23
first_iter_violations = 560
vias = 14100
drt_pre_antenna_iters = 21
ant_nets = 0
wire_per_inst_um = 17.3
drcViolationCount = 0
wirelength_mm = 57.6

[final_timing]
setup_violations = 0
rsz0062_at_grt = no
setup_tns_ns = 0
finalHoldViolations = 0
worstMarginPinSlew_ns = 0.464
setup_slack_ns = 0.0686
relSlewSlack = 0.690
drv_slew = 0
finalClockSkew_ns = 0.0222
min_period_over_period = 0.957
fmax_ghz = 0.653
min_period_ns = 1.53
holdWs_ns = 0.0569

[setup_path]
slowest_delay_ns = 0.30
cp.required_ns = 1.28
crit_slowest_cell = dfxtp_1
end_kind = output pin
cp_max_fo = 1
crit_chain = dlygate4sd2_1
cp.arrival_ns = 1.21
crit_family = flip-flops
critical_path_class = reg2out
path_buffers = 1
startpoint_type = register

[layout]
fillers = 5866
layout.cells.most_common_list = 512 x edfxtp_1, 510 x and2_1, 510 x dlygate4sd2_1
drive_gt1_frac = 0.187
lay_top_count = edfxtp_1
final_area_um2 = 39500
syn2layout_area_growth_pct = 33.3

[pwr]
total_leakage_power_nw = 17.2
power_density_nw_per_um2 = 1330
p_total_mw = 52.4
ir_worst_vdd_mv = 0.955

[place]
hpwlAfterDp_mm = 40.8
placed_area_um2 = 36600
io_buffers = 548
place.gp.congestion = 0.824
pre_cts_ws_ns = 0.0232

[grt]
grt_pass1_wl_mm = 86.0
grt_max_degree = 72
grt_pass1_vias = 15000
grt_antenna_before_repair = 1
gr-usage-all-layers = 0.164
grt_overflow = 0

[hold_path]
hold_class = in2reg

[flow_run]
drv_cap = 0
tool_warnings = 26
-- cells by family after synthesis --
family	count (synthesis)	synth area share
and+or+nand+nor	530	0.111
AOI/OAI and AO/OA	1	0.000254
buffers and inverters	52	0.00697
muxes	14	0.00473
DFF	1041	0.877
-- registers in the layout (all words and copies together) (netlist names) --
| name | cells |
|---|---|
| build_cl | 512 |
| out_cl_valid | 1 |
| build_data_valid | 16 |
| out_cl_elements | 512 |
-- power breakdown --
part | internal (mW) | switching (mW) | leakage, nW
Clock | 13.0 | 9.48 | 1.59
Sequential | 28.9 | 0.342 | 9.41
Combinational | 0.281 | 0.368 | 6.21
-- Yosys cell counts --
cell type,n,area [um2]
buf_2,3,15.0
edfxtp_1,512,15400
nor3_1,1,5.00
a21o_1,1,7.51
or3_1,1,6.26
or2_2,1,6.26
nor2_1,14,52.6
clkbuf_1,48,180
and2_2,2,15.0
and3_1,1,6.26
buf_6,1,11.3
and2_1,510,3190
dfxtp_1,529,10600
mux2i_1,14,140
-- cell type report --
class	instances	area (um2)	area share
flip-flops and latches	1041	26300	0.666
multi-input cells	545	3430	0.0869
clock inverters	34	307	0.00777
clock buffers	154	2920	0.0740
repair buffers	593	5340	0.135
well taps	959	1200	0.0304
-- final timing paths --
| kind | from | end | slack (ns) | cells past startpoint |
|---|---|---|---|---|
| max | out_cl_elements[165]$_SDFF_PN0_ | out_cl[165] | 0.07 | 1 |
| min reg2reg | build_cl[5][28]$_DFFE_PP_ | build_cl[6][28]$_DFFE_PP_ | 0.42 | 0 |
| min | data_wr | build_cl[2][3]$_DFFE_PP_ | 0.06 | 1 |
| max reg2reg | build_data_valid[15]$_SDFFE_PP0P_ | build_data_valid[3]$_SDFFE_PP0P_ | 0.48 | 3 |
-- routing by layer --
layer,global-route usage,up-vias,share of wire
met5,0,-,0
met4,0.0322,0,0.020
met3,0.0683,83,0.10
met2,0.261,415,0.50
met1,0.226,6752,0.38
li1,-,6822,-
-- through the flow --
step	util	instances
after CTS	0.540	3326
after global routing	0.540	3326
after global placement	0.500	3138
final	0.540	3326
after floorplan	-	1638
after detailed placement	0.500	3138
-- repair_timing --
action,in CTS,in global routing
pin swaps,0,0
hold buffers,0,0
setup buffers,0,0
setup endpoints to repair,513,3
endpoints found under the hold margin,0,0
gates resized,758,3
No activity file was given, so power comes from the tool's default toggle rates.
